--- flow/config.mk ---
export PLATFORM = sky130hd
export DESIGN_NAME = anton_neopixel_registers
export DESIGN_NICKNAME = anton_neopixel_registers
export VERILOG_FILES = /design/flow/design.v
export SDC_FILE = /design/flow/constraint.sdc
export NUM_CORES = 4
export LEC_CHECK = 1
export CORE_UTILIZATION = 30
export SYNTH_HDL_FRONTEND = slang
--- flow/constraint.sdc ---
current_design anton_neopixel_registers

set clk_period 15.1
set clk_io_pct 0.2

create_clock -name clk0 -period $clk_period [get_ports {busClk}]

set non_clock_inputs [all_inputs -no_clocks]
set_input_delay [expr $clk_period * $clk_io_pct] -clock clk0 $non_clock_inputs
set_output_delay [expr $clk_period * $clk_io_pct] -clock clk0 [all_outputs]
--- flow/design.v ---
module anton_neopixel_registers #(
  parameter  BUFFER_END   = (((16)*4)-1),   
  parameter  VIRTUAL_END  = (((16)*4)-1),   
  localparam BUFFER_BITS  = (BUFFER_END+1 <= 2) ? 1 : 
  (BUFFER_END+1 <= 4) ? 2 : 
  (BUFFER_END+1 <= 8) ? 3 : 
  (BUFFER_END+1 <= 16) ? 4 : 
  (BUFFER_END+1 <= 32) ? 5 : 
  (BUFFER_END+1 <= 64) ? 6 : 
  (BUFFER_END+1 <= 128) ? 7 : 
  (BUFFER_END+1 <= 256) ? 8 : 
  (BUFFER_END+1 <= 512) ? 9 : 
  (BUFFER_END+1 <= 1024) ? 10 : 
  (BUFFER_END+1 <= 2048) ? 11 : 
  (BUFFER_END+1 <= 4096) ? 12 : 
  (BUFFER_END+1 <= 8192) ? 13 : 
  -1,  
  localparam VIRTUAL_BITS = (VIRTUAL_END+1 <= 2) ? 1 : 
  (VIRTUAL_END+1 <= 4) ? 2 : 
  (VIRTUAL_END+1 <= 8) ? 3 : 
  (VIRTUAL_END+1 <= 16) ? 4 : 
  (VIRTUAL_END+1 <= 32) ? 5 : 
  (VIRTUAL_END+1 <= 64) ? 6 : 
  (VIRTUAL_END+1 <= 128) ? 7 : 
  (VIRTUAL_END+1 <= 256) ? 8 : 
  (VIRTUAL_END+1 <= 512) ? 9 : 
  (VIRTUAL_END+1 <= 1024) ? 10 : 
  (VIRTUAL_END+1 <= 2048) ? 11 : 
  (VIRTUAL_END+1 <= 4096) ? 12 : 
  (VIRTUAL_END+1 <= 8192) ? 13 : 
  -1  
)(
  input                    busClk,
  input  [17:0]            busAddr,
  input  [7:0]             busDataIn,
  input                    busWrite,
  input                    busRead,
  output [7:0]             busDataOut,
  output                   busReady,
  input  [BUFFER_BITS-1:0] pixelIxComb,
  output [7:0]             pixelByte,
  input                    streamSyncOf,
  input                    syncStart,
  input                    state,
  output [12:0]            regMax,
  output                   regCtrlInit,
  output                   regCtrlLimit,
  output                   regCtrlRun,
  output                   regCtrlLoop,
  output                   regCtrl32bit,
  output                   initSlow,
  input                    initSlowDone
);
  reg  [7:0]              busDataOutB;
  reg                     busReadyB       = 'b1;
  reg  [12:0]             regMaxB; 
  reg                     initSlowB       = 'b0;
  reg                     regCtrlInitB    = 'b0;
  reg                     regCtrlLimitB   = 'b0;  
  reg                     regCtrlRunB     = 'b0;
  reg                     regCtrlLoopB    = 'b0;
  reg                     regCtrl32bitB   = 'b0;  
  reg  [13:0]             regWidth        = 'd0;  
  reg  [13:0]             regHeight       = 'd0;  
  reg                     ramTwoPortWrite = 'b0;
  reg  [BUFFER_BITS-1:0]  ramTwoPortAddr  = 'b0;
  reg                     ramDeltaWrite   = 'b0;
  reg  [14:0]             ramDeltaAccAddr = 'b0;  
  reg  [15:0]             ramDeltaB       = 'b0;
  reg  [2:0]              ramVirtualState = 'd0;
  reg  [VIRTUAL_BITS-1:0] ramVirtualAddr  = 'b0;
  reg  [15:0]             ramVirtualB     = 'b0;
  reg  [1:0]              ramVirtualChan  = 'b0;
  anton_ram_2port_symmetric #(
    .BUFFER_END(( ((( 1 << (16-2-1))) < (((4) > ((BUFFER_END)) ? (4) : ((BUFFER_END)))) ? (( 1 << (16-2-1))) : (((4) > ((BUFFER_END)) ? (4) : ((BUFFER_END))))))),
    .BUFFER_WIDTH(8)
  ) tpRam(
    .clk(busClk), 
    .rAddr(pixelIxComb), 
    .dOut(pixelByte),
    .wr(ramTwoPortWrite), 
    .wAddr(ramTwoPortAddr), 
    .dIn(busDataIn)
  );
  anton_ram_2port_symmetric #(
    .BUFFER_END(( ((( 1 << (16-2-1))) < (((4) > ((VIRTUAL_END)) ? (4) : ((VIRTUAL_END)))) ? (( 1 << (16-2-1))) : (((4) > ((VIRTUAL_END)) ? (4) : ((VIRTUAL_END))))))),
    .BUFFER_WIDTH(16)
  ) deltaRam(
    .clk(busClk), 
    .rAddr(ramVirtualAddr[VIRTUAL_BITS-1:0]), 
    .dOut(ramVirtualB),
    .wr(ramDeltaWrite), 
    .wAddr(ramDeltaAccAddr[VIRTUAL_BITS-1:0]),
    .dIn(ramDeltaB)
  );
  always @(posedge busClk) begin
    if (streamSyncOf) regCtrlRunB <= regCtrlLoopB;
    if (syncStart) regCtrlRunB <= 'b1;
    if (initSlowDone) begin
      regCtrlInitB <= 'b0;
      initSlowB    <= 'b0;
    end
    if (regCtrlInitB) begin
      regCtrlLimitB <= 'b0;
      regCtrlRunB   <= 'b0;
      regCtrlLoopB  <= 'b0;
      regCtrl32bitB <= 'b0;
      initSlowB     <= 'b1;
    end
    ramTwoPortWrite <= 'b0;
    ramDeltaWrite   <= 'b0;
    if (ramVirtualState == 'd1) begin
      ramVirtualState <= 'd2;
    end else if (ramVirtualState == 'd2) begin
      ramVirtualState <= 'd3;
    end else if (ramVirtualState == 'd3) begin
      ramVirtualState <= 'd4;
    end else if (ramVirtualState == 'd4) begin
      ramTwoPortAddr  <= (regCtrl32bitB == 'b1) ? {ramVirtualB[BUFFER_BITS-1:2], ramVirtualChan} : ramVirtualB[BUFFER_BITS-1:0];
      ramVirtualState <= 'd5;
    end else if (ramVirtualState == 'd5) begin
      ramTwoPortWrite <= 'b1;   
      ramVirtualState <= 'd6;
    end else if (ramVirtualState == 'd6) begin
      busReadyB       <= 'b1;
      ramVirtualState <= 'd0;
    end
    if (busWrite) begin
      if (busAddr[17:16] == 2'b00) begin
        if (ramVirtualState == 'd0) begin
          busReadyB       <= 'b0;
          ramVirtualAddr  <= (regCtrl32bitB == 'b1) ? busAddr[VIRTUAL_BITS-1+2:2] : busAddr[VIRTUAL_BITS-1:0];
          ramVirtualChan  <= busAddr[1:0];
          ramVirtualState <= 'd1;
        end
      end else if (busAddr[17:16] == 2'b01) begin
        if (busAddr[0] == 'b0) begin
          ramDeltaAccAddr <= busAddr[15:1];
          ramDeltaB[7:0]  <= busDataIn;
        end else begin
          ramDeltaB[15:8] <= busDataIn;
          ramDeltaWrite   <= 'b1;
        end
      end else if (busAddr[17:16] == 2'b10) begin
        ramTwoPortWrite <= 'b1;
        ramTwoPortAddr  <= busAddr[BUFFER_BITS-1:0];
      end else if (busAddr[17:16] == 2'b11) begin
        case (busAddr[3:0])
          0: regMaxB[7:0]    <= busDataIn;
          1: regMaxB[12:8]   <= busDataIn[4:0];
          2: {regCtrl32bitB, regCtrlLoopB, regCtrlRunB, regCtrlLimitB, regCtrlInitB} <= busDataIn[4:0];
          5: regWidth[7:0]   <= busDataIn;
          6: regWidth[13:8]  <= busDataIn[5:0];
          7: regHeight[7:0]  <= busDataIn;
          8: regHeight[13:8] <= busDataIn[5:0];
        endcase
      end
    end
    if (busRead) begin
      if (busAddr[17:16] == 2'b11) begin
          case (busAddr[3:0])
          0: busDataOutB <= regMaxB[7:0];
          1: busDataOutB <= { 3'b000, regMaxB[12:8] };
          2: busDataOutB <= { 3'b000, regCtrl32bitB, regCtrlLoopB, regCtrlRunB, regCtrlLimitB, regCtrlInitB };
          3: busDataOutB <= { 7'b0000000, state };
          5: busDataOutB <= regWidth[7:0];
          6: busDataOutB <= { 2'b00, regWidth[13:8] };
          7: busDataOutB <= regHeight[7:0];
          8: busDataOutB <= { 2'b00, regHeight[13:8] };
        endcase
      end else begin
        busDataOutB <= 8'b11111111;
      end
    end
  end
  assign busDataOut   = busDataOutB;
  assign regMax       = regMaxB;
  assign initSlow     = initSlowB;
  assign regCtrlInit  = regCtrlInitB;
  assign regCtrlLimit = regCtrlLimitB;
  assign regCtrlRun   = regCtrlRunB;
  assign regCtrlLoop  = regCtrlLoopB;
  assign regCtrl32bit = regCtrl32bitB;
  assign busReady     = busReadyB;
endmodule
module anton_ram_2port_symmetric #(
  parameter  BUFFER_END   = (((16)*4)-1),   
  parameter  BUFFER_WIDTH = 8,
  localparam BUFFER_BITS  = (BUFFER_END+1 <= 2) ? 1 : 
  (BUFFER_END+1 <= 4) ? 2 : 
  (BUFFER_END+1 <= 8) ? 3 : 
  (BUFFER_END+1 <= 16) ? 4 : 
  (BUFFER_END+1 <= 32) ? 5 : 
  (BUFFER_END+1 <= 64) ? 6 : 
  (BUFFER_END+1 <= 128) ? 7 : 
  (BUFFER_END+1 <= 256) ? 8 : 
  (BUFFER_END+1 <= 512) ? 9 : 
  (BUFFER_END+1 <= 1024) ? 10 : 
  (BUFFER_END+1 <= 2048) ? 11 : 
  (BUFFER_END+1 <= 4096) ? 12 : 
  (BUFFER_END+1 <= 8192) ? 13 : 
  -1   
)(
  input                     clk,
  input  [BUFFER_BITS-1:0]  rAddr,
  output [BUFFER_WIDTH-1:0] dOut,
  input                     wr,
  input  [BUFFER_BITS-1:0]  wAddr,
  input  [BUFFER_WIDTH-1:0] dIn
);
reg [BUFFER_BITS-1:0]  raddr_reg;
reg [BUFFER_WIDTH-1:0] mem [0:BUFFER_END-1];
reg [BUFFER_WIDTH-1:0] dOutB1;
reg [BUFFER_WIDTH-1:0] dOutB2;
always@ (posedge clk)
begin
  raddr_reg <= rAddr;
  dOutB2 <= mem[raddr_reg];
  if (wr)
    mem[wAddr] <= dIn;
end
always@ (posedge clk)
begin
  dOutB1 <= dOutB2;
end
assign dOut = dOutB1;
endmodule
--- flow/run.sh ---
#!/bin/bash
# OpenROAD 26Q1-2900-gdf79404cd8, Yosys 0.63+post, stock flow scripts
make -C /OpenROAD-flow-scripts/flow DESIGN_CONFIG=/design/flow/config.mk WORK_HOME=/design/flow/orfs finish
==> out/qor.csv <==
metric,value,unit
"Remaining Overflow, GRT",0,
Commonest Layout Cell,edfxtp_1,
Resize count post-CTS,0,
H-tree depth,3,
crit-path cells,clkdlybuf4s50_1,
largest net degree at the start of global routing,72,
Worst setup EP type,primary output,
Biggest register,tpRam.mem,
fraction of registers with async set/reset,0,
CTS buffer count,99,
Pre-Place Util,0.304,
Worst-Margin Slew,1.04,ns
Initial DRC Count,1198,
CTS max path bufs,3,
max reg flops,504,
core area,128000,um2
Die H,362,um
pre-CTS setup slack,9.50,ns
drt via density,4.90,
initial antenna violation count,4,
Yosys reg bits,1013,
"Avg Cell Area, Syn",19.8,um2
crit path max-delay cell type,dfxtp_1,
clk root buf,clkbuf_16,
worst endpoint required time,12.08,ns
input/output buffers,66,
"Hold Violations, Final",0,
Synth cell types,60,
unrepaired setup endpoints after global routing,no,
post-layout period usage of the worst path,0.327,
vias in the first global route,20500,
Final Slew Violations,0,
fraction of layout cells with a size suffix above 1,0.207,
"CTS clk-pin slew, worst paths",0.06,ns
CTS tree,done,
Tot GR Track Use,0.139,
flip-flops with a built-in enable,951,
CP Data Arrival Time,1.92,ns
clk ins delay skew pair,0.66,ns
relative max-transition margin,0.307,
Detailed Place HPWL,50.5,mm
P&R area growth vs syn,14.9,%
Crit Path Class,flip-flop to primary output,
Syn Inst Count,1962,
CP max FO,12,
CTS Hold Bufs,0,
P_leak,13.7,nW
maximum VDD drop,0.0808,mV
Log Warnings,37,
drt pass-1 iters,7,
CP bufs+invs,1,
# Cells Yosys,1962,
status,completed,
Ys Warns,0,
IO Pins,75,
Yosys chip area,38900,um2
drc violations,0,
Rows,131,
routed vias,19000,
fill count,11600,
post-DR wirelength/cell,21.9,um
CP startpoint,regCtrl32bit,
worst r2r src,tpRam.raddr_reg[1],
Layout Skew,0.0184,ns
crit-path leading delay family,flip-flops,
worst min-delay path class,flip-flop to flip-flop,
minimum clock period,4.94,ns
Worst Hold Launch,tpRam.dOutB2[3],
CTS Sinks,1013,
Die W,362,um
RD Place Congestion,0.837,
ANT cells,0,
most frequent cells in the layout,"edfxtp_1 (951), mux4_2 (208), nor2_1 (151)",
top flop regs,"tpRam.mem (504), deltaRam.mem (378)",
pwr/cell area,128,nW/um2
"Seq share, synth",0.767,
first-pass GRT wire length,128,mm
"Cell Area, Synth",38900,um2
Layout Utilization,0.349,
Main synth FF type,edfxtp_1,
final WL,85.1,mm
DRT antenna net count,0,
highest clock rate,202,MHz
Die Area,131000,um2
crit start category,flip-flop,
Max-Cap Viols,0,
Post-CTS Setup Inserts,0,
peak per-stage delay on the critical path,0.68,ns
final setup margin,10.16,ns
Final Setup Violations,0,
setup TNS,0,ns
-- final timing paths --
path                           to  slack, ns  depth (start not counted)
setup / recovery     regCtrl32bit      10.16                          1
hold / removal      tpRam.dOut[3]       0.32                          0
setup reg to reg  tpRam.dOutB2[7]      11.32                          7
hold reg to reg     tpRam.dOut[3]       0.32                          0
-- synth_stat cells, types with 3 or more instances --
library cell	instances	area, um2
mux2i_1	54	541
buf_1	8	30.0
a22oi_1	30	225
buf_2	29	145
buf_6	8	90.1
dfxtp_1	62	1240
o22ai_1	18	113
a211o_1	5	43.8
edfxtp_1	951	28600
nand3b_1	12	90.1
inv_1	13	48.8
a221oi_1	8	70.1
o21ai_0	43	215
o221ai_1	4	35.0
or2_2	5	31.3
nor3_1	31	155
nand4_1	4	25.0
nor4_1	3	18.8
mux4_2	208	4680
nand2b_1	11	68.8
or3_1	6	37.5
a31oi_1	7	43.8
buf_4	10	75.1
a2111oi_0	4	35.0
a211oi_1	15	113
ha_1	4	50.1
mux2_2	24	270
a21oi_1	14	70.1
nand2_1	67	251
clkbuf_1	50	188
o211ai_1	6	45.0
nand3_1	26	130
a21o_1	4	30.0
and2_1	3	18.8
nor2b_1	27	169
a32oi_1	3	26.3
nor2_1	151	567
and3_1	7	43.8
-- routing by layer --
metal  part of all wire  global-route usage
met3               0.13              0.0856
met2               0.48               0.218
met1               0.36               0.166
met5            0.00053                   0
met4              0.030              0.0340
-- where the power goes --
group          switching [W]  total [W]  internal, W
combinational       0.000114   0.000189    0.0000745
clock                0.00103    0.00240      0.00137
sequential         0.0000298    0.00311      0.00308
-- logic make-up (layout without fill, tap and decap cells) --
family / count (synthesis) / count (layout) / synth area share
AND/OR/NAND/NOR: 364 / 364 / 0.0440
multiplexers: 288 / 288 / 0.143
flip-flops: 1013 / 1013 / 0.767
adder cells (fa/ha/maj): 4 / 4 / 0.00129
buffers and inverters: 119 / 309 / 0.0150
AND-OR/OR-AND: 174 / 174 / 0.0302
-- stage by stage --
| step | cell area (um2) | power [W] | hold WS (ns) | std cells |
|---|---|---|---|---|
| 4_1_cts | 44700 | 0.00576 | 0.330 | 3881 |
| 5_1_grt | 44700 | 0.00589 | 0.332 | 3881 |
| 3_3_place_gp | 41500 | 0.00336 | 0.317 | 3694 |
| 3_5_place_dp | 41500 | 0.00336 | 0.315 | 3694 |
| 6_report | 44700 | 0.00570 | 0.325 | 3881 |
| 2_1_floorplan | 38900 | 0.00326 | 0.310 | 1962 |
-- cell type report --
type	count	area (um2)	share of cell area
Timing Repair Buffer	109	956	0.0214
Clock buffer	121	2610	0.0585
Inverter	13	48.8	0.00109
Tap cell	1729	2160	0.0484
Multi-Input combinational cell	830	8480	0.190
Sequential cell	1013	29800	0.668
Clock inverter	66	573	0.0128
Power figures rest on the tool's default switching activity, not on a simulated workload.
