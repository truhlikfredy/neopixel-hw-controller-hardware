==> /design/flow/design.v <==
module anton_neopixel_stream #(
  parameter  BUFFER_END  = (((16)*4)-1),  
  localparam BUFFER_BITS = (BUFFER_END+1 <= 2) ? 1 : 
  (BUFFER_END+1 <= 4) ? 2 : 
  (BUFFER_END+1 <= 8) ? 3 : 
  (BUFFER_END+1 <= 16) ? 4 : 
  (BUFFER_END+1 <= 32) ? 5 : 
  (BUFFER_END+1 <= 64) ? 6 : 
  (BUFFER_END+1 <= 128) ? 7 : 
  (BUFFER_END+1 <= 256) ? 8 : 
  (BUFFER_END+1 <= 512) ? 9 : 
  (BUFFER_END+1 <= 1024) ? 10 : 
  (BUFFER_END+1 <= 2048) ? 11 : 
  (BUFFER_END+1 <= 4096) ? 12 : 
  (BUFFER_END+1 <= 8192) ? 13 : 
  -1  
)(
  input [7:0] pixelByte,
  input       state,
  input [2:0] pixelBitIx,   
  input [1:0] channelIx,
  input [2:0] bitPatternIx,
  input       regCtrl32bit,
  input       regCtrlRun,
  output      neoData
);
  reg [7:0] neoPatternLookup = 'd0;   
  reg       neoDataB         = 'b0;
  reg [7:0] pixelColourValue = 'd0;   
  always @(*) begin
    if (pixelColourValue[pixelBitIx]) begin
      neoPatternLookup = 8'b00011111;
    end else begin
      neoPatternLookup = 8'b00000011;
    end
  end
  always @(*) begin
    if (regCtrl32bit) begin
      pixelColourValue = {
        pixelByte[0], pixelByte[1], pixelByte[2], pixelByte[3], pixelByte[4], pixelByte[5], pixelByte[6], pixelByte[7]  
      };
    end else begin
      case (channelIx)
        default: pixelColourValue = {2'b00,   pixelByte[2], 1'b0,  pixelByte[3], 1'b0,  pixelByte[4], 1'b0 };  
        'd1:     pixelColourValue = {2'b00,   pixelByte[5], 1'b0,  pixelByte[6], 2'b00, pixelByte[7]       };  
        'd2:     pixelColourValue = {4'b0000, pixelByte[0], 2'b00, pixelByte[1]                            };  
      endcase
    end
  end
  always @(*) begin
    if (state == 1'b0 && regCtrlRun) begin
      neoDataB = neoPatternLookup[bitPatternIx[2:0]];
    end else begin
      neoDataB = 'd0;
    end
  end
  assign neoData = neoDataB;
endmodule
==> /design/flow/run.sh <==
#!/bin/bash
# OpenROAD 26Q1-2900-gdf79404cd8, Yosys 0.63+post, stock flow scripts
make -C /OpenROAD-flow-scripts/flow DESIGN_CONFIG=/design/flow/config.mk WORK_HOME=/design/flow/orfs finish
==> /design/flow/config.mk <==
export PLATFORM = sky130hd
export DESIGN_NAME = anton_neopixel_stream
export DESIGN_NICKNAME = anton_neopixel_stream
export VERILOG_FILES = /design/flow/design.v
export SDC_FILE = /design/flow/constraint.sdc
export NUM_CORES = 4
export LEC_CHECK = 1
export CORE_AREA = 10 10 70 70
export DIE_AREA = 0 0 80 80
==> /design/flow/constraint.sdc <==
current_design anton_neopixel_stream

set clk_period 2.3
set clk_io_pct 0.2

create_clock -name clk0 -period $clk_period

set non_clock_inputs [all_inputs -no_clocks]
set_input_delay [expr $clk_period * $clk_io_pct] -clock clk0 $non_clock_inputs
set_output_delay [expr $clk_period * $clk_io_pct] -clock clk0 [all_outputs]
==> Changelog: implementation <==
### Physical design

- Min Tclk post-route: 2.212 ns
- Largest net degree at the start of global routing: 12
- CP Class: in2out
- Share of cells above drive strength 1: 23.33%
- Post-route ant nets: 0
- Slowest Stage Delay on Critical Path: 0.48 ns
- Worst Setup End Kind: output port
- Register Area: 0 um^2
- Cell area leaders: a2111oi_2 12%, ha_1 10%, nand3b_1 9.0%, mux2i_1 8.0%, nand2_1 7.5%
- Area leader, netlist: a2111oi_2
- Syn avg cell area: 6.951 um^2
- Rel. slew slack: 78.63%
- Synth-to-Final Area Change: 116.0%
- Max-area cell share: 12.00%
- Initial antenna violation count: 1
- Hold Crit Depth: 6
- Fmax: 452.2 MHz
- Global route overflow: 0
- GRT busiest layer: met2
- Post-synthesis xor/xnor area fraction: 0%
- Worst Max-Slew Pin Slew: 0.3200 ns
- Pre-antenna DRT Iters: 2
- Adder share: 10.00%
- Warnings, synthesis: 1
- RSZ-0062 raised after global routing: no
- CP Data Arrival Time: 1.75 ns
- Comb area leader: AND-OR/OR-AND gates
- PD cells: 146.6 nW/um^2
- Fin. Hold Viols: 0
- Basic Gates by Area: 33.50%
- Post-synthesis compound-gate area fraction: 39.50%
- Starting DRT DRC Count: 3
- CP startpoint kind: input pin
- Max VDD drop: 0.01609 mV
- Final wirelength: 1002 um
- Chip area: 6400 um^2
- Post-synth design cell area: 250.2 um^2
- Worst path cell trace: clkdlybuf4s50_1 > nor2_1 > a21oi_1 > a31oi_1 > a2111oi_2 > buf_2
- Yosys chip area: 250.2 um^2
- Met2 usage: 4.896%
- CP Max Fanout: 2
- Slowest library cell on the worst path: clkdlybuf4s50_1
- Area fraction in mux cells: 8.000%
- FF+latch count: 0
- Vias: 343
- Via-to-Cell Ratio: 3.206
- Max cap viols: 0
- First-pass GRT wire length: 1573 um
- Avg WL per Cell: 9.364 um
- Tool warnings: 33
- # IOs: 20
- Lkg Pwr: 0.2145 nW
- RD Place Congestion: 0.7529
- Cells after synthesis: 36
- Final Max-Slew Violation Tally: 0
- Clock buffers: 0
- Vias in the first global route: 354
- Netlist cell types: 20
- GRT met3 Usage: 1.705%
- Yosys stat cell total: 36
- Die W: 80 um
- Final setup TNS: 0 ns
- Fillers: 393
- Port Buffers: 20
- Core Area: 3416 um^2
- Outcome: finished, final reports clean
- Setup Viol. Count Final: 0
- Initial core utilization: 7.326%
- Part of the cycle the worst path needs: 96.15%
- Tot GR Track Use: 2.955%
- Hold Crit Class: in2out
- Remaining DRCs: 0
- GRT met1 Usage: 3.428%
- Crit path DRT: 1.84 ns
- DIE HEIGHT: 80 um
- Register area share after synthesis: 0%
- Cell Rows: 21
- Util after Layout: 15.82%
-- per-stage QoR --
stage	setup slack, ns	power (W)	std cells	cell area [um^2]	hold slack, ns
floorplan	0.3820	0.00003101	36	250.2	1.034
global placement	-0.7657	0.00007911	106	534.3	1.898
detailed placement	-0.7496	0.00007964	106	534.3	1.897
CTS	0.004621	0.00008045	106	539.3	1.591
global route	0.005151	0.00008806	107	540.5	1.587
finish	0.08844	0.00007925	107	540.5	1.505
-- cells by family after synthesis --
kind of cell / Yosys count
and+or+nand+nor: 15
adders and majority gates: 2
muxes: 2
AOI/OAI and AO/OA: 13
buffers and inverters: 4
-- critical path: cells and delay by family --
family / cells / cell delay (ns)
AND/OR/NAND/NOR: 1 / 0.04
buffers and inverters: 2 / 0.64
AND-OR/OR-AND: 3 / 0.61
-- synth_stat cells --
cell type,instances
mux2i_1,2
nand2b_1,2
o21ai_1,1
a31oi_1,1
a21oi_1,3
o2111ai_1,1
nand2_1,5
o21ai_0,2
a211oi_1,1
nor2_1,2
nand4bb_1,1
nor3_1,1
o211ai_1,1
ha_1,2
nor2b_1,1
a2111oi_2,2
buf_6,1
inv_1,3
nand3b_1,3
a21o_2,1
-- cells in the final DEF, fill, tap and decap left out --
cell and instances:
inv_1 2, o21ai_1 1, a31oi_1 1, nor3_1 1
clkdlybuf4s50_1 13, a2111oi_2 2, o2111ai_1 1, buf_4 5
mux2i_1 2, a21o_2 1, nor2b_1 1, inv_2 1
clkbuf_2 2, nand4bb_1 1, dlygate4sd2_1 2, nand2_1 5
nand2b_1 2, ha_1 1, a21oi_1 2, ha_4 1
dlymetal6s2s_1 2, a21oi_2 1, o21ai_0 2, diode_2 1
o211ai_1 1, buf_2 1, nor2_1 2, nand3b_1 3
a211oi_1 1
-- path summary, 6_finish.rpt --
kind / startpoint / end / slack, ns
setup / recovery: pixelByte[3] / neoData / 0.09
hold / removal: pixelByte[4] / neoData / 1.51
-- routing by layer --
metal	vias to the layer above	part of all wire (%)
li1	186	-
met1	147	41
met2	10	45
met3	0	14
met4	0	0
met5	-	0
-- layout make-up --
class / count / area (um^2) / share of cell area, %
Multi-Input combinational cell: 32 / 244.0 / 45.14
Timing Repair Buffer: 25 / 225.2 / 41.67
Tap cell: 46 / 57.56 / 10.65
Inverter: 3 / 11.26 / 2.083
Antenna cell: 1 / 2.502 / 0.4630
-- timing repair --
action / CTS / global route
endpoints found under the setup margin: 1 / 1
hold buffers: 0 / 0
pin swaps: 3 / 4
gates resized: 11 / 5
buffers inserted: 0 / 0
-- report_power, final --
group	leakage [nW]	switching (W)	internal (W)
Sequential	0	0	0
Combinational	0.214	0.0000298	0.0000494
Clock	0.00000634	0	0.0000000000581
Total	0.214	0.0000298	0.0000494
Power is estimated from default activity; no workload was simulated.
